<file path="./config.mk">
export PLATFORM = sky130hd
export DESIGN_NAME = usbfifo
export DESIGN_NICKNAME = usbfifo
export VERILOG_FILES = /design/flow/design.v
export SDC_FILE = /design/flow/constraint.sdc
export NUM_CORES = 4
export LEC_CHECK = 1
export CORE_AREA = 10 10 70 70
export DIE_AREA = 0 0 80 80
</file>
<file path="./constraint.sdc">
current_design usbfifo

set clk_period 1.9
set clk_io_pct 0.2

create_clock -name clk0 -period $clk_period [get_ports {clock}]

set non_clock_inputs [all_inputs -no_clocks]
set_input_delay [expr $clk_period * $clk_io_pct] -clock clk0 $non_clock_inputs
set_output_delay [expr $clk_period * $clk_io_pct] -clock clk0 [all_outputs]
</file>
<file path="./design.v">
module usbfifo
    (  
        input rxf,  
        input txe,  
        output rd,  
        output wr,  
        inout [7:0] data_tristate,
        input clock  
    );
    reg datavalid = 0;
    reg [7:0] data;
    assign data_tristate = (state == TXDATA || state == TXWRLO) ? data : 8'bZ;
    assign rd = (state == RXRDLO || state == RXDATA) ? 0 : 1;
    assign wr = (state == TXWRLO || state == TXWAIT) ? 0 : 1;
    localparam TIMERDEF = 2;
    reg [1:0] timer = TIMERDEF;
    always @ (posedge clock)
    begin
        if (state == WAIT)  
            timer <= (timer > 0) ? timer - 1 : TIMERDEF;
    end
    localparam STATEWIDTH = 3;
    localparam IDLE = 0;
    localparam TXDATA = 1, TXWRLO = 2, TXWAIT = 3, TXWRHI = 4;
    localparam RXRDLO = 5, RXDATA = 6;
    localparam WAIT = 7;
    reg [STATEWIDTH-1:0] state = IDLE;
    reg [STATEWIDTH-1:0] nextstate;
    always @ (posedge clock)
    begin
        state <= nextstate;
    end
    always @ ( * )
    begin
        case (state)
            IDLE:   nextstate = (txe == 0 && datavalid == 1) ? TXDATA : (rxf == 0) ? RXRDLO : state;
            TXDATA: nextstate = TXWRLO;
            TXWRLO: nextstate = TXWAIT;
            TXWAIT: nextstate = TXWRHI;
            TXWRHI: nextstate = WAIT;
            RXRDLO: nextstate = RXDATA;
            RXDATA: nextstate = WAIT;
            WAIT:   nextstate = (timer == 0) ? IDLE : state;
        endcase
    end
    always @ (posedge clock)
    begin
        if (state == RXDATA)
        begin
            datavalid <= 1;
            data <= data_tristate;
        end
        if (state == TXDATA)
            datavalid <= 0;
    end
endmodule
</file>
<file path="./run.sh">
#!/bin/bash
# OpenROAD 26Q1-2900-gdf79404cd8, Yosys 0.63+post, stock flow scripts
make -C /OpenROAD-flow-scripts/flow DESIGN_CONFIG=/design/flow/config.mk WORK_HOME=/design/flow/orfs finish
</file>
==> run_summary.xml <==
<?xml version="1.0" encoding="UTF-8"?>
<metrics>
  <group name="worst_hold_path">
    <metric name="end_point_of_the_worst_hold_path" unit="">datavalid</metric>
    <metric name="min_from" unit="">datavalid</metric>
    <metric name="hold_depth" unit="">2</metric>
    <metric name="class_of_the_worst_hold_path" unit="">flop to flop</metric>
  </group>
  <group name="floorplanning">
    <metric name="area_of_the_die" unit="mm^2">0.00640</metric>
    <metric name="fp_util" unit="%">11.0</metric>
    <metric name="fp-row-count" unit="">21</metric>
    <metric name="fp.dieW" unit="um">80</metric>
    <metric name="io_pins" unit="">13</metric>
    <metric name="die.size.y" unit="um">80</metric>
    <metric name="core_area" unit="mm^2">0.00342</metric>
  </group>
  <group name="setup_path">
    <metric name="rr_worst_depth" unit="">4</metric>
    <metric name="worst_setup_path_start_kind" unit="">flop</metric>
    <metric name="reg2reg_to" unit="">state[0]</metric>
    <metric name="r2r_slack" unit="ns">0.35</metric>
    <metric name="slowest_delay" unit="ns">0.48</metric>
    <metric name="timing.rr.start" unit="">state[0]</metric>
    <metric name="worstPathCellList" unit="">inv_2, nor2_1, o21ai_1, clkdlybuf4s50_1</metric>
    <metric name="crit_arrival" unit="ns">1.48</metric>
    <metric name="timing.critical_path.max_delay_family" unit="">buffers and inverters</metric>
    <metric name="cpMaxStageDelayCell" unit="">sky130_fd_sc_hd__edfxtp_1</metric>
    <metric name="timing.critical_path.required" unit="ns">1.52</metric>
    <metric name="critical_path_buf_inv_count" unit="">2</metric>
    <metric name="path_max_fanout" unit="">5</metric>
    <metric name="endpoint_kind" unit="">output pin</metric>
    <metric name="criticalPathCategory" unit="">flop to output pin</metric>
    <metric name="crit_start" unit="">state[0]</metric>
  </group>
  <group name="final_timing">
    <metric name="finalMaxSlewViolations" unit="">0</metric>
    <metric name="worst_clock_skew" unit="ns">0.00514</metric>
    <metric name="setup-violations-final" unit="">0</metric>
    <metric name="finalHoldViolCount" unit="">0</metric>
    <metric name="max_clock_freq" unit="MHz">539</metric>
    <metric name="finalWorstPathRequiredPeriod" unit="ns">1.86</metric>
    <metric name="period_utilization_post_route" unit="%">97.7</metric>
  </group>
  <group name="global_route">
    <metric name="globalRouteTotalUtil" unit="%">1.87</metric>
    <metric name="grt_max_degree" unit="">8</metric>
    <metric name="overflow" unit="">0</metric>
    <metric name="wire_length_of_the_first_global_routing_pass" unit="um">993</metric>
    <metric name="number_of_global_route_vias_before_repair" unit="">245</metric>
    <metric name="antenna_violations_before_repair" unit="">0</metric>
  </group>
  <group name="place">
    <metric name="dpl.hpwl" unit="um">495</metric>
    <metric name="gp_congestion" unit="">0.690</metric>
    <metric name="io_buffers" unit="">4</metric>
    <metric name="placed_area" unit="um^2">429</metric>
  </group>
  <group name="clocking">
    <metric name="max_root_sink_buffers" unit="">2</metric>
    <metric name="clock_latency" unit="ns">0.24</metric>
    <metric name="clkSlewWorstSetupHoldPaths" unit="ns">0.04</metric>
    <metric name="cts_tree" unit="">done</metric>
    <metric name="ctsHtreeMaxLevel" unit="">1</metric>
    <metric name="clock_sinks" unit="">6</metric>
    <metric name="cts_buffers" unit="">3</metric>
    <metric name="cts_hold_buf" unit="">0</metric>
    <metric name="cts_root_buf" unit="">sky130_fd_sc_hd__clkbuf_4</metric>
  </group>
  <group name="routing">
    <metric name="num_vias" unit="">274</metric>
    <metric name="postRouteWirelength" unit="um">691</metric>
    <metric name="wl_per_cell" unit="um">7.20</metric>
    <metric name="drt.antenna.violating_nets" unit="">0</metric>
    <metric name="detail_route.antenna_diodes" unit="">0</metric>
    <metric name="first_iter_violations" unit="">16</metric>
    <metric name="vias_per_cell" unit="">2.85</metric>
    <metric name="drcViolationCount" unit="">0</metric>
    <metric name="length_of_the_first_detailed_routing_pass_in_iterations" unit="">4</metric>
  </group>
  <group name="pwr">
    <metric name="p_leak" unit="nW">0.207</metric>
    <metric name="post-layout-total-power" unit="W">0.000792</metric>
    <metric name="power.density_cell_area" unit="mW/mm^2">1560</metric>
    <metric name="vdd_drop_max" unit="uV">738</metric>
  </group>
  <group name="layout">
    <metric name="drive_gt1_share" unit="%">26.0</metric>
    <metric name="sequential_cell_area" unit="um^2">170</metric>
    <metric name="combGateArea" unit="um^2">154</metric>
    <metric name="fill_cells" unit="">392</metric>
    <metric name="dominant_logic_cell_types_in_the_final_layout" unit="">sky130_fd_sc_hd__conb_1 (8), sky130_fd_sc_hd__buf_4 (6), sky130_fd_sc_hd__edfxtp_1 (5)</metric>
    <metric name="stdcell_area" unit="um^2">508</metric>
    <metric name="mostFrequentLayoutCell" unit="">sky130_fd_sc_hd__conb_1</metric>
    <metric name="layout-area-overhead-vs-synth" unit="%">34.9</metric>
  </group>
  <group name="yosys">
    <metric name="yosysSeqAreaShare" unit="%">45.2</metric>
    <metric name="synth.lib_cells_used.distinct" unit="">19</metric>
    <metric name="ys_ff" unit="">6</metric>
    <metric name="synthesis.yosys.warnings" unit="">2</metric>
    <metric name="mappedNetlistArea" unit="um^2">377</metric>
    <metric name="area_figure_in_the_yosys_stat_output" unit="um^2">377</metric>
    <metric name="syn_avg_cell_area" unit="um^2">9.91</metric>
    <metric name="synth-cells-yosys" unit="">38</metric>
    <metric name="post_synth_inst_count" unit="">38</metric>
  </group>
  <group name="job">
    <metric name="timing.max_cap.violations" unit="">0</metric>
    <metric name="openroad.warnings" unit="">25</metric>
  </group>
  <group name="status">
    <metric name="run_status" unit="">finished clean</metric>
  </group>
</metrics>
## power by group
group / switching [W] / internal [W]
combinational: 0.000143 / 0.000221
clock: 0.0000465 / 0.0000796
sequential: 0.0000618 / 0.000240
## worst max-delay path by stage
stage | end | slack, ns | cells after the start
after CTS | rd | 0.02 | 4
after global routing | rd | -0.005 | 3
final | rd | 0.04 | 4
## worst min-delay path: cells and delay by family (launching register included)
family	cells	cell delay [ns]
compound gates	1	0.07
flops	1	0.32
simple gates	1	0.05
## metal layers
metal	track usage (%)	part of all wire (%)	vias to the layer above
li1	-	-	135
met1	2.58	50	124
met2	2.49	42	15
met3	1.14	7.8	0
met4	0.176	0	0
met5	0	0	-
## cells in the mapped netlist
master                     instances  area [um^2]
sky130_fd_sc_hd__edfxtp_1          5          150
sky130_fd_sc_hd__ha_1              1         12.5
sky130_fd_sc_hd__a22oi_2           1         12.5
sky130_fd_sc_hd__o21ai_1           2         10.0
sky130_fd_sc_hd__dfxtp_1           1         20.0
sky130_fd_sc_hd__nand2_1           2         7.51
sky130_fd_sc_hd__buf_4             8         60.1
sky130_fd_sc_hd__o32ai_1           1         8.76
sky130_fd_sc_hd__inv_2             1         3.75
sky130_fd_sc_hd__o21ai_0           1         5.00
sky130_fd_sc_hd__nor2_1            2         7.51
sky130_fd_sc_hd__a21oi_1           2         10.0
sky130_fd_sc_hd__inv_1             3         11.3
sky130_fd_sc_hd__and3_4            1         11.3
sky130_fd_sc_hd__or2b_1            1         7.51
sky130_fd_sc_hd__buf_6             1         11.3
sky130_fd_sc_hd__conb_1            1         3.75
sky130_fd_sc_hd__nor3_1            1         5.00
sky130_fd_sc_hd__nor2b_1           3         18.8
## cells by family after synthesis
logic type / share of synthesized area (%)
buf+inv: 22.9
simple gates: 15.3
compound gates: 12.3
flops: 45.2
fa+ha+maj: 3.32
other cells: 0.996
## state kept, by name, summed over array words and instances, names as in the netlist
name       cells
datavalid      1
timer          2
state          3
## stage by stage
step                setup WS (ns)  util (%)  setup TNS [ns]  std cells  hold WS (ns)
finish                     0.0442      14.9               0         96         0.466
global route             -0.00541      14.9        -0.00541         96         0.502
CTS                        0.0181      13.8               0         92         0.471
detailed placement          0.217      12.6               0         86         0.459
global placement            0.251      12.6               0         86         0.453
floorplan                   0.681         -               0         45         0.432
## area by class of cell
type,instances,area share (%)
clock buffer,4,5.17
multi-input combinational,26,30.3
sequential,6,33.5
timing repair buffer,10,16.7
inverter,4,2.96
tap,46,11.3
## timing repair
item | 4_1_cts | 5_1_grt
gates cloned | 0 | 0
gates resized | 0 | 2
setup buffers | 2 | 4
setup endpoints to repair | 1 | 1
Power figures rest on the tool's default switching activity, not on a simulated workload.
