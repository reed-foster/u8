==> flow/design.v <==
module asyncfifo
    #(  
        parameter ADDRWIDTH = 8,
        parameter WIDTH = 8
    )(  
        input deq_clock, enq_clock,
        input dequeue, enqueue,
        input reset,
        input [WIDTH - 1:0] data_in,
        output [WIDTH - 1:0] data_out,
        output full, empty
    );
    wire empty_t, full_t;
    assign full = full_t;
    assign empty = empty_t;
    wire [ADDRWIDTH:0] enqueue_ptr_sync, dequeue_ptr_sync;
    wire [ADDRWIDTH:0] enqueue_ptr, dequeue_ptr;
    localparam DEPTH = 2 ** ADDRWIDTH;
    reg [WIDTH-1:0] memory [DEPTH-1:0];
    always_ff @(posedge deq_clock)
    begin
        if (reset)  
            data_out <= 0;
        else if (dequeue && !empty_t)
            data_out <= memory[dequeue_ptr[ADDRWIDTH-1:0]];
    end
    always_ff @(posedge enq_clock)
    begin
        if (!reset && enqueue && !full_t)
            memory[enqueue_ptr[ADDRWIDTH-1:0]] <= data_in;
    end
    ptrstatus #(.WIDTH(ADDRWIDTH + 1), .MODE(0)) enq_ptrstatus
        (
            .inc            (enqueue),
            .clock          (enq_clock),
            .reset          (reset),
            .oppclockptr    (dequeue_ptr_sync),
            .pointer        (enqueue_ptr),
            .status         (full_t)
        );
    ptrstatus #(.WIDTH(ADDRWIDTH + 1), .MODE(1)) deq_ptrstatus
        (
            .inc            (dequeue),
            .clock          (deq_clock),
            .reset          (reset),
            .oppclockptr    (enqueue_ptr_sync),
            .pointer        (dequeue_ptr),
            .status         (empty_t)
        );
    ffsync #(.WIDTH(ADDRWIDTH + 1)) enq2deq
        (
            .signal         (enqueue_ptr),
            .clock          (deq_clock),
            .reset          (reset),
            .signal_sync    (enqueue_ptr_sync)
        );
    ffsync #(.WIDTH(ADDRWIDTH + 1)) deq2enq
        (
            .signal         (dequeue_ptr),
            .clock          (enq_clock),
            .reset          (reset),
            .signal_sync    (dequeue_ptr_sync)
        );
endmodule
module ffsync
    #(  
        WIDTH = 9  
    )(  
        input [WIDTH-1:0] signal,
        input clock, reset,
        output reg [WIDTH-1:0] signal_sync
    );
    reg [WIDTH-1:0] meta;
    always_ff @(posedge clock) begin
        if (reset)
            meta <= 0;
        else
            meta <= signal;
    end
    always_ff @(posedge clock) begin
        if (reset)
            signal_sync <= 0;
        else
            signal_sync <= meta;
    end
endmodule
module ptrstatus
    #(  
        parameter WIDTH = 9,  
        parameter MODE = 0  
    )(  
        input inc,  
        input clock, reset,
        input [WIDTH-1:0] oppclockptr,  
        output [WIDTH-1:0] pointer,  
        output status  
    );
    wire [WIDTH-1:0] binary;
    wire [WIDTH-1:0] oppbinary;
    wire [WIDTH-1:0] graynext;
    reg [WIDTH-1:0] gray;
    always_ff @(posedge clock) begin
        if (reset)
            gray <= 0;
        else if (inc && !status)
            gray <= graynext;
    end
    genvar i;
    generate for (i = 0; i < WIDTH; i++)
    begin
        assign binary[i] = ^(gray >> i);
        assign oppbinary[i] = ^(oppclockptr >> i);
    end
    endgenerate
    assign graynext = ((binary + 1) >> 1) ^ (binary + 1);
    assign pointer = gray;
    assign status = (oppbinary[WIDTH-2:0] == binary[WIDTH-2:0]) & (oppbinary[WIDTH-1] ^ gray[WIDTH-1] ^ MODE);
endmodule
==> flow/config.mk <==
export PLATFORM = sky130hd
export DESIGN_NAME = asyncfifo
export DESIGN_NICKNAME = asyncfifo
export VERILOG_FILES = /design/flow/design.v
export SDC_FILE = /design/flow/constraint.sdc
export NUM_CORES = 4
export LEC_CHECK = 1
export CORE_UTILIZATION = 50
==> flow/constraint.sdc <==
current_design asyncfifo

set clk_period 55.6
set clk_io_pct 0.2

create_clock -name clk0 -period $clk_period [get_ports {deq_clock}]
create_clock -name clk1 -period $clk_period [get_ports {enq_clock}]

set non_clock_inputs [all_inputs -no_clocks]
set_input_delay [expr $clk_period * $clk_io_pct] -clock clk0 $non_clock_inputs
set_output_delay [expr $clk_period * $clk_io_pct] -clock clk0 [all_outputs]
==> flow/run.sh <==
#!/bin/bash
# OpenROAD 26Q1-2900-gdf79404cd8, Yosys 0.63+post, stock flow scripts
make -C /OpenROAD-flow-scripts/flow DESIGN_CONFIG=/design/flow/config.mk WORK_HOME=/design/flow/orfs finish
==> GITHUB_STEP_SUMMARY <==
## PnR job results

| Metric | Value |
|---|---|
| Worst setup EP type | output port |
| Post-DP HPWL | 121000 um |
| TNS Setup | 0 ns |
| Most used logic cell in the final layout | edfxtp_1 |
| Vias in the first global route | 43200 |
| CP Class | register to output port |
| Cell Pwr Density | 42.9 nW/um^2 |
| Final Hold Vio Count | 0 |
| Rows | 148 |
| Post-Syn Area | 82300 um^2 |
| Post-synth seq share | 0.763 |
| Starting Density | 0.505 |
| Gr usage total | 0.282 |
| Post-route insts no fill | around 6400 |
| Sink Count | 2110 |
| Port-buffer cells | 21 |
| Die area | 166000 um^2 |
| Syn-to-layout area delta | 11.9% |
| Syn Inst Count | 3927 |
| Distinct lib cells used | 66 |
| Ant. Diodes | 0 |
| Share of cells above drive strength 1 | 0.243 |
| Hold/Removal Path Class | register to register |
| CTS tree | built |
| CP required | 44.48 ns |
| # DRC | 0 |
| Flops after synth | 2110 |
| Total number of vias | 39200 |
| VDD IR max | 0.0359 mV |
| RR Endpoint | data_out[2] |
| Fin. max-slew vios | 0 |
| Final design utilization | 0.565 |
| Largest net degree at the start of global routing | 124 |
| Final setup fails | 0 |
| Ys async rst share | 0 |
| Inst Count DP | 6002 |
| RSZ-0062 raised after global routing | false |
| Antenna viol nets, final | 0 |
| Top Layout Cells | edfxtp_1, mux4_2, nor2_1 |
| Cell count in the Yosys report | 3927 |
| Initial antenna violation count | 6 |
| Synth Warn # | 6 |
| Largest area contributor in the netlist | edfxtp_1 |
| IO Pins | 23 |
| Crit path DAT | 4.26 ns |
| Status | complete, no violations |
| CP max FO | 9 |
| Cell area leaders | edfxtp_1, mux4_2, a22oi_1, dfxtp_1, nor2_1 |
| Routability congestion estimate | 0.906 |
| Synth Flop Type | edfxtp_1 |
| R2r startpoint | deq_ptrstatus.gray[0] |
| Pleak | roughly 28 nW |
| Max-area cell share | 0.748 |
| Detailed Route WL | ~200000 um |
| Max-Slew Margin vs Limit | 0.286 |
| Number of setup buffers added after CTS | 0 |
| Hold Path Stages | 2 |
| Skew final | 0.0496 ns |
| Max Cap Violations | 0 |
| Die span in x | 408 um |
| DRT iter0 DRCs | approximately 2800 |
| Worst Tran Pin Value | ~1.1 ns |
| Startpoint Class | register |
| Number of fill cells | 12000 |
| Core area | 163000 um^2 |
| Routed WL per cell | 31.7 um |
| Remaining global-route overflow | 0 |
| Post-synth EDFFs | 2048 |
| Chip Area, Yosys | 82300 um^2 |
| Vertical die size | 408 um |
| Post-DP Area | 85200 um^2 |
| DR pass1 iterations | 7 |
| Hold WS | a little over 0.2 ns |
| Syn avg cell area | 20.9 um^2 |
| Final instance area | 92000 um^2 |
| DR vias/cell | 6.14 |
| Reg2Reg Depth | 12 |
| Tally of OpenROAD warnings | roughly 45 |
| Post-cts sizing count | 0 |
| Clk slew on worst S/H paths | 0.06 ns |
| First-pass GRT wire length | 296000 um |
| Hold path start | deq_ptrstatus.gray[7] |
| Min-Delay Endpoint | deq2enq.meta[7] |
| Reg2Reg Setup Slack | between 40 and 50 ns |
[area by class of cell]
type / count / area (um^2) / area share
clock inverter: 136 / 1440 / 0.0157
timing repair buffer: 141 / 1230 / 0.0134
inverter: 12 / 45.0 / 0.000489
tap: 2175 / 2720 / 0.0296
sequential: 2110 / 62800 / 0.682
multi-input combinational: 1565 / 18400 / 0.200
clock buffer: 252 / 5420 / 0.0589
[worst max-delay path, cell delays in order (launching register included)]
cell	delay (ns)
dfxtp_1	0.39
inv_1	0.11
ha_1	0.45
xor3_2	0.42
xnor3_1	0.48
nor3b_2	0.23
o32ai_2	0.14
nor4_1	0.63
clkdlybuf4s50_1	0.59
[state kept, by name, indices dropped and copies added (netlist names)]
register / flops
memory: 2048
deq2enq.meta: 9
deq2enq.signal_sync: 9
deq_ptrstatus.gray: 9
enq2deq.meta: 9
enq2deq.signal_sync: 9
enq_ptrstatus.gray: 9
data_out: 8
[power breakdown]
| group | switching, mW | internal, mW | leakage [nW] |
|---|---|---|---|
| clock network | 0.601 | 0.798 | 3.31 |
| registers | 0.0140 | 1.75 | 18.9 |
| logic | 0.467 | 0.314 | 5.57 |
[metal layers]
metal	track usage	vias up	share of wire
met1	0.403	20000	0.34
met4	0.0540	17	0.026
met2	0.391	2283	0.47
met3	0.201	317	0.16
li1	-	16600	-
met5	0.0207	-	0.0024
[Yosys cell counts (13+ instances only)]
| cell | instances |
|---|---|
| mux4_2 | 515 |
| mux2i_1 | 31 |
| nor2_1 | 285 |
| nor4_1 | 31 |
| xor2_1 | 15 |
| nand2_1 | 66 |
| clkbuf_1 | 111 |
| xnor2_1 | 48 |
| nand3_1 | 16 |
| buf_4 | 14 |
| a22oi_1 | 204 |
| nor3_1 | 13 |
| ha_1 | 20 |
| a21oi_1 | 110 |
| edfxtp_1 | 2048 |
| dfxtp_1 | 62 |
| buf_2 | 72 |
| nor2b_1 | 35 |
| buf_1 | 32 |
| o22ai_1 | 34 |
[worst max-delay path by stage]
stage | from | end | slack [ns] | cells after the start
4_1_cts | enq_ptrstatus.gray[7] | full | 40.12 | 8
5_1_grt | enq_ptrstatus.gray[7] | full | 39.87 | 8
6_report | enq_ptrstatus.gray[7] | full | 40.22 | 8
[per-stage QoR]
stage / setup slack (ns) / power (mW)
2_1_floorplan: 42.05 / 2.29
3_3_place_gp: 40.87 / 2.59
6_report: 40.22 / 3.95
4_1_cts: 40.12 / 3.98
3_5_place_dp: 40.81 / 2.59
5_1_grt: 39.87 / 4.09
[kinds of logic (layout without fill, tap and decap cells)]
logic type,count (synthesis),in the layout,share of synthesized area
flops,2110,2110,0.763
compound gates,408,408,0.0341
simple gates,508,508,0.0295
xor+xnor,77,77,0.0108
fa+ha+maj,20,20,0.00304
buf+inv,252,541,0.0142
mux,552,552,0.146
[timing repair]
| item | CTS | global route |
|---|---|---|
| hold endpoints to repair | 1 | 0 |
| endpoints found under the setup margin | 0 | 0 |
| hold buffers | 1 | 0 |
Power is estimated from default activity; no workload was simulated.
