**run.sh**
```bash
#!/bin/bash
# OpenROAD 26Q1-2900-gdf79404cd8, Yosys 0.63+post, stock flow scripts
make -C /OpenROAD-flow-scripts/flow DESIGN_CONFIG=/design/flow/config.mk WORK_HOME=/design/flow/orfs finish
```
**design.v**
```verilog
module fifo
    #(  
        parameter ADDRWIDTH = 8,
        parameter WIDTH = 8,
        parameter REGISTERDOUT = 1  
    )(  
        input clock, reset,
        input dequeue, enqueue,
        input [WIDTH-1:0] data_in,
        output reg [WIDTH-1:0] data_out,
        output full, empty
    );
    localparam DEPTH = 2 ** ADDRWIDTH;
    reg [ADDRWIDTH:0] deq_addr, enq_addr;
    wire full_t, empty_t;
    reg [WIDTH-1:0] memory [DEPTH-1:0];
    if (REGISTERDOUT)
    begin
        always_ff @(posedge clock)
        begin
            if (reset)  
                data_out <= 0;
            else if (dequeue && !empty_t)
                data_out <= memory[deq_addr[ADDRWIDTH-1:0]];
        end
    end
    else
        assign data_out = memory[deq_addr[ADDRWIDTH-1:0]];
    always_ff @(posedge clock)
    begin
        if (!reset && enqueue && !full_t)
            memory[enq_addr[ADDRWIDTH-1:0]] <= data_in;
    end
    always_ff @(posedge clock)
    begin
        if (reset)
            deq_addr <= 0;
        else if (dequeue && !empty_t)
            deq_addr <= deq_addr + 1;
    end
    always_ff @(posedge clock)
    begin
        if (reset)
            enq_addr <= 0;
        else if (enqueue && !full_t)
            enq_addr <= enq_addr + 1;
    end
    assign full_t = (deq_addr[ADDRWIDTH-1:0] == enq_addr[ADDRWIDTH-1:0]) && (deq_addr[ADDRWIDTH] != enq_addr[ADDRWIDTH]);
    assign empty_t = (deq_addr[ADDRWIDTH-1:0] == enq_addr[ADDRWIDTH-1:0]) && (deq_addr[ADDRWIDTH] == enq_addr[ADDRWIDTH]);
    assign full = full_t;
    assign empty = empty_t;
endmodule
```
**constraint.sdc**
```tcl
current_design fifo

set clk_period 51.2
set clk_io_pct 0.2

create_clock -name clk0 -period $clk_period [get_ports {clock}]

set non_clock_inputs [all_inputs -no_clocks]
set_input_delay [expr $clk_period * $clk_io_pct] -clock clk0 $non_clock_inputs
set_output_delay [expr $clk_period * $clk_io_pct] -clock clk0 [all_outputs]
```
**config.mk**
```make
export PLATFORM = sky130hd
export DESIGN_NAME = fifo
export DESIGN_NICKNAME = fifo
export VERILOG_FILES = /design/flow/design.v
export SDC_FILE = /design/flow/constraint.sdc
export NUM_CORES = 4
export LEC_CHECK = 1
export CORE_UTILIZATION = 40
```
==> results.json <==
{
  "outcome": "completed",
  "clock_skew_ps": 60.5,
  "drc_errors": 0,
  "topCellsByArea": "edfxtp_1 76%, mux4_2 12%, mux2i_1 2.5%",
  "swShare_pct": 22.9,
  "setup_violations": 0,
  "p_switching_uw": 865,
  "sequentialPowerShare_pct": 49.7,
  "met2_length_mm": 101,
  "cts_tree": "done",
  "port_buffers": 21,
  "ctsHoldBuffers": 0,
  "rsz0062_at_grt": "false",
  "post_cts_resized": 0,
  "drv_slew": 0,
  "dp_slack_ps": 37580,
  "setup_ws_ps": 37930,
  "overflow": 0,
  "via_per_inst": 5.86,
  "worstMarginPinSlew_ps": 1050,
  "p_clk_share_pct": 40.0,
  "ys_warn_count": 1,
  "clk_latency_ps": 870,
  "htreeDepth": 4,
  "syn_avg_cell_area_um2": 20.9,
  "num_rows": 164,
  "fp.dieArea_um2": 204000,
  "top_area_share_pct": 75.9,
  "n_fill_cell": 16393,
  "ys_types": 73,
  "ir_drop_mv": 0.0342,
  "grt_pass1_vias": 44808,
  "power_leakage_uw": 0.0274,
  "end_kind": "output port",
  "power_uw": 3780,
  "period_minus_slack_ps": 13270,
  "reg2reg_slack_ps": 46230,
  "arrival_ps": 3030,
  "antenna_found_initial": 4,
  "fp_util_pct": 40.4,
  "power-per-cell-area_nw_per_um2": 41.5,
  "path_cells": "xnor2_1 > nand4_1 > or2_2 > nor2_1 > clkdlybuf4s50_1",
  "ant_nets": 0,
  "synthArstFlopShare_pct": 0,
  "worstPathMaxFanout": 39,
  "drt_first_pass_iters": 5,
  "p_int_uw": 2920,
  "place.gp.congestion": 0.955,
  "track_usage_pct": 24.5,
  "num_io_pins": 22,
  "grt_max_degree": 94,
  "cp_slowest_stage_delay_ps": 780,
  "core_area_um2": 200000,
  "routed.top_layer": "met5",
  "path_delay_family": "flip-flops",
  "syn_area_um2": 81000,
  "yosys_cells": 3887,
  "die_w_um": 452,
  "routedWlPerCell_um": 32.8,
  "max_freq_ghz": 0.0754,
  "cts_buffers": 203,
  "yosysTopAreaCell": "edfxtp_1",
  "logic_area_um2": 17500,
  "power_frac_comb_pct": 10.3,
  "lay_top_count": "edfxtp_1",
  "regArea_um2": 62000,
  "holdWs_ps": 538,
  "hold_violations": 0,
  "final_cell_mix": "2048 x edfxtp_1, 421 x mux4_2, 303 x nor2_1",
  "wl_met1_mm": 71.8,
  "timing.final.crit_share_pct": 25.9,
  "warnings": 29,
  "syn_to_final_growth_pct": 12.3,
  "synthCells": 3887,
  "cpMaxStageDelayCell": "dfxtp_4",
  "post-dp-hpwl_mm": 139,
  "yosysChipArea_um2": 81000,
  "edf_count": 2048,
  "cts-root-buf": "clkbuf_16",
  "drive_gt1_share_pct": 21.4,
  "ys.flop_type": "edfxtp_1",
  "ys_seq_share_pct": 76.5,
  "die_h_um": 452,
  "wl_met3_mm": 41.9,
  "hold_class": "reg2reg",
  "vias": 40063,
  "tns_ps": 0,
  "worstSetupPathType": "reg2out",
  "cts_setup_buffers": 0,
  "maxCapViolations": 0,
  "path_clk_slew_ps": 60,
  "ys.flops": 2074,
  "grt_pass1_wl_mm": 322,
  "critPathLaunchType": "register",
  "cts_max_path_buffers": 3,
  "critPathBufInv": 1,
  "slew_headroom_pct": 30.3,
  "wl_mm": 224,
  "required_ps": 40960,
  "clock-sinks": 2074,
  "drt_iter0_markers": 2977
}
[flip-flops by register name (all words and copies together) (netlist names)]
signal,flops
enq_addr,9
memory,2048
deq_addr,9
data_out,8
[worst register-to-register path, stage by stage (launching register included)]
cell      delay (ps)
dfxtp_4          790
buf_12           540
buf_12           730
buf_4            670
mux4_2           660
a22o_1           220
a221oi_1         490
o22ai_1          180
nor4_1           320
a211o_1          170
a211oi_2          60
[kinds of logic (layout without fill, tap and decap cells)]
family | after synthesis | in the layout | share of synthesized area [%]
buf+inv | 248 | 537 | 2.04
simple gates | 502 | 502 | 2.59
other cells | 0 | 4 | 0
compound gates | 378 | 378 | 3.28
xor+xnor | 22 | 22 | 0.238
mux | 658 | 658 | 15.3
fa+ha+maj | 5 | 5 | 0.0772
flops | 2074 | 2074 | 76.5
[per-stage QoR]
| step | util, % | instance area, µm² | cells |
|---|---|---|---|
| floorplan | - | 81000 | 3887 |
| global placement | 42.0 | 84200 | 6458 |
| detailed placement | 42.0 | 84200 | 6458 |
| CTS | 45.4 | 91000 | 6832 |
| global route | 45.4 | 91000 | 6833 |
| finish | 45.4 | 91000 | 6836 |
[synth_stat cells (4+ instances only)]
cell type / count
edfxtp_1: 2048
mux4_2: 421
nor2_1: 305
mux2i_1: 200
nand2_1: 96
a21oi_1: 73
a22oi_1: 70
clkbuf_1: 70
buf_2: 69
o21ai_0: 45
a221oi_1: 39
buf_4: 34
mux4_1: 31
o22ai_1: 31
nand3_1: 28
buf_6: 27
dfxtp_1: 26
o221ai_1: 23
buf_8: 20
xnor2_1: 18
a211oi_1: 16
nor2b_1: 15
nand4_1: 11
a31oi_1: 10
a22o_1: 9
buf_1: 9
nor3_1: 9
o211ai_1: 9
a311oi_1: 7
and2_1: 7
inv_1: 7
a211o_1: 6
mux2_2: 6
nand2b_1: 6
or3_1: 6
ha_1: 5
o21a_1: 5
or2_2: 5
and3_1: 4
clkbuf_4: 4
xor2_1: 4
[area by class of cell]
cell class	count	share of cell area [%]
tap	2656	3.65
clock buffer	243	5.75
multi-input combinational	1565	19.2
clock inverter	131	1.76
timing repair buffer	155	1.47
sequential	2074	68.2
antenna	4	0.0110
inverter	8	0.0357
[path summary, 6_finish.rpt]
| path | cells after the start | to | startpoint |
|---|---|---|---|
| max reg2reg | 10 | data_out[4] | deq_addr[0] |
| max | 5 | empty | deq_addr[1] |
| min | 2 | enq_addr[8] | enq_addr[8] |
| min reg2reg | 2 | enq_addr[8] | enq_addr[8] |
[power groups by stage]
stage     Combinational [µW]  Sequential, µW  Clock (µW)
6_report                 389            1880        1510
5_1_grt                  414            1880        1600
4_1_cts                  393            1880        1530
[layer usage]
| metal | global-route usage, % | up-vias |
|---|---|---|
| met5 | 1.61 | - |
| met4 | 7.42 | 10 |
| met3 | 20.3 | 416 |
| li1 | - | 16430 |
| met1 | 29.4 | 20190 |
| met2 | 34.0 | 3017 |
No activity file was given, so power comes from the tool's default toggle rates.
